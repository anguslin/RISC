File: ./config.mk
export PLATFORM = sky130hd
export DESIGN_NAME = write
export DESIGN_NICKNAME = write
export VERILOG_FILES = /design/flow/design.v
export SDC_FILE = /design/flow/constraint.sdc
export NUM_CORES = 4
export LEC_CHECK = 1
export CORE_AREA = 10 10 82 82
export DIE_AREA = 0 0 92 92
File: ./constraint.sdc
current_design write

set clk_period 1.6
set clk_io_pct 0.2

create_clock -name clk0 -period $clk_period [get_ports {clk}]

set non_clock_inputs [all_inputs -no_clocks]
set_input_delay [expr $clk_period * $clk_io_pct] -clock clk0 $non_clock_inputs
set_output_delay [expr $clk_period * $clk_io_pct] -clock clk0 [all_outputs]
File: ./run.sh
#!/bin/bash
# OpenROAD 26Q1-2900-gdf79404cd8, Yosys 0.63+post, stock flow scripts
make -C /OpenROAD-flow-scripts/flow DESIGN_CONFIG=/design/flow/config.mk WORK_HOME=/design/flow/orfs finish
File: ./design.v
module DFlipFlopAllow(clk, allow, in, out) ;
  parameter width = 1;   
  input clk, allow ;
  input [width-1:0] in ;
  output [width-1:0] out ;
  reg [width-1:0] out ;
  wire [width-1:0] toBeUpdated;
assign toBeUpdated = allow? in : out;  
  always @(posedge clk) 
    out = toBeUpdated ; 
endmodule
module write(clk, vsel, write, writenum, C, mdata, sximm8, PC, reg0, reg1, reg2, reg3, reg4, reg5, reg6, reg7);
	parameter width= 1;
	input clk, write;
	input [1:0] vsel;
	input [2:0] writenum;
	input [7:0] PC;
	input [15:0] C, mdata, sximm8;
	output [15:0] reg0, reg1, reg2, reg3, reg4, reg5, reg6, reg7;
	reg [15:0] data_in;
	reg [7:0] regSelect;	
	always @(*) begin
		case(writenum)
			3'b000: regSelect= write? 8'b00000001: 8'b00000000; 	 
			3'b001: regSelect= write? 8'b00000010: 8'b00000000; 	 
			3'b010: regSelect= write? 8'b00000100: 8'b00000000; 	 
			3'b011: regSelect= write? 8'b00001000: 8'b00000000; 	 
			3'b100: regSelect= write? 8'b00010000: 8'b00000000; 	 
			3'b101: regSelect= write? 8'b00100000: 8'b00000000;	 
			3'b110: regSelect= write? 8'b01000000: 8'b00000000;	 
			3'b111: regSelect= write? 8'b10000000: 8'b00000000; 	 
			default: regSelect= {8{1'bx}};				 
		endcase
	end
	DFlipFlopAllow #(.width(width)) loadreg0Data(clk, regSelect[0], data_in, reg0);
	DFlipFlopAllow #(.width(width)) loadreg1Data(clk, regSelect[1], data_in, reg1);
	DFlipFlopAllow #(.width(width)) loadreg2Data(clk, regSelect[2], data_in, reg2);
	DFlipFlopAllow #(.width(width)) loadreg3Data(clk, regSelect[3], data_in, reg3);
	DFlipFlopAllow #(.width(width)) loadreg4Data(clk, regSelect[4], data_in, reg4);
	DFlipFlopAllow #(.width(width)) loadreg5Data(clk, regSelect[5], data_in, reg5);
	DFlipFlopAllow #(.width(width)) loadreg6Data(clk, regSelect[6], data_in, reg6);
	DFlipFlopAllow #(.width(width)) loadreg7Data(clk, regSelect[7], data_in, reg7);
	always @(*) begin
		case(vsel)
			2'b00: data_in= mdata; 
			2'b01: data_in= sximm8;
			2'b10: data_in= {8'b00000000, PC};
			2'b11: data_in= C;
			default: data_in={16{1'bx}};
		endcase
	end
endmodule
==> flow_metrics.rpt <==
==== FLOW RESULTS ====
----------------------------------------------------
[Floorplanning]
  Die boundary height ........................ 92 microns
  Area of the core ........................ 5070 sq um
  Top-level port count ........................ 191
  Initial Utilization ........................ 0.259
  Chip width ........................ 92 microns
  Num rows ........................ 26
  Die Size ........................ 8460 sq um

[Route]
  Routed wire length on met2 ........................ 1.17 mm
  Routed length on met1 ........................ 823 microns
  Max layer used ........................ met4
  Total detailed-routing wirelength ........................ 2.23 mm
  Via-to-Cell Ratio ........................ 2.38
  Remaining design rule violation count ........................ 0
  Violation count after the first detailed-routing iteration ........................ 1
  DRT Pass-1 Iters ........................ 3
  Routed length on met3 ........................ 218 microns
  Antenna Cells ........................ 0
  Number of antenna-violating nets in the routed design ........................ 0
  Total vias in the final route ........................ 543
  Routed length per placed instance ........................ 9.77 microns

[CTS]
  Clock Sinks ........................ 8
  TritonCTS clock tree ........................ built
  Total of cells resized after clock tree synthesis ........................ 0
  CTS HTree Levels ........................ 1
  Post-CTS Setup Inserts ........................ 0
  Cell at the root of the clock tree ........................ clkbuf_8
  Number of buffers created by CTS ........................ 3
  Clock-pin slew reported for the worst setup and hold paths after clock tree synthesis ........................ 0.04 ns
  Post-CTS Hold Fix Bufs ........................ 0
  Number of buffers on the longest clock path ........................ 2

[Worst setup path]
  Cell with the biggest individual delay on the critical path ........................ mux4_2
  Sum of buffers and inverters on the critical path ........................ 1
  Maximum single-stage delay on the critical path ........................ 0.58 ns
  Cells along the critical path ........................ clkdlybuf4s50_1 > mux4_2
  Endpoint kind of the worst setup timing path ........................ register
  Cell family with the largest share of critical-path delay ........................ multiplexers
  Launching element type of the critical path ........................ input pin
  Data arrival time at the worst-slack endpoint ........................ 1.38 ns
  CP Data Required Time ........................ 1.53 ns
  Worst-path fanout max ........................ 8
  Type of the setup path with the least slack ........................ in -> reg

[Timing]
  Count of final hold-check violations ........................ 0
  Maximum operating frequency ........................ 693 MHz
  Number of max-slew violations in the final report ........................ 0
  Final hold slack ........................ 0.939 ns
  Ratio of final minimum period to clock period ........................ 0.901
  Final setup vio count ........................ 0
  Tmin final ........................ 1.44 ns
  Setup repair after global routing missed its margin ........................ false

[Synth]
  Area reported by Yosys stat ........................ 1310 sq um
  Synth Area per Inst ........................ 8.99 sq um
  Synth logic family ........................ buffers and inverters
  Sequential-to-total area share from yosys stat ........................ 0.183
  Cells after synthesis ........................ approximately 150
  Post-synthesis cell type with the largest combined area ........................ buf_4
  FFs w/ async S/R, synth ........................ 0
  Xor-xnor portion of the synthesized cell area ........................ 0
  Flops & latches, synth ........................ 8
  List of most frequent post-synthesis cells ........................ 128 x buf_4, 8 x edfxtp_1, 3 x and4b_1, 3 x and4bb_2
  Portion of netlist area occupied by mux cells ........................ 0.0172
  Number of library cell types mapped by synthesis ........................ 8
  Cell total in the yosys stat output ........................ 146
  Combined area of all synthesized cells ........................ 1310 sq um
  Most frequently used flop master after synthesis ........................ edfxtp_1
  Number of enable flip-flop cells ........................ 8
  Most instantiated library cell after synthesis ........................ buf_4
  Most area-consuming cells after synthesis ........................ buf_4 73%, edfxtp_1 18%, and4bb_2 2.9%
  Share of synthesized cell area in full adder, half adder and majority cells ........................ 0
  Warnings, synthesis ........................ 18
  Share of the synthesized area in the top cell type ........................ 0.732
  AO/OA Area Share ........................ 0
  And+or+nand+nor area frac ........................ 0.0648

[Cells and area]
  Post-Route Utilization ........................ 0.218
  Fraction of final layout cells sized beyond drive strength 1 ........................ 0.0443
  Area delta synth->final ........................ -15.6%

[GRT]
  Antenna violations before repair ........................ 0
  Global-route congestion overflow total ........................ 0
  Vias in the first global route ........................ 670
  First-pass GRT wire length ........................ 3.00 mm
  Largest net degree at the start of global routing ........................ 9
  GRT Total Usage ........................ 0.0401

[Min path]
  Worst hold-check path type ........................ in -> reg

[Job]
  Max-cap check violation count ........................ 0
  Count of tool warnings ........................ 77

[Run status]
  Result of the run ........................ completed

[Place]
  GPL Wtd Cong ........................ 0.757
  Number of port buffers ........................ 18
  Post-detail-place hpwl ........................ around 2.1 mm

[Power and ir drop]
  Worst vdd rail ir drop ........................ between 200 and 250 uV
  Power per standard cell area ........................ 496 nW/um^2
  Leak pwr ........................ 0.594 nW

----------------------------------------------------
-- registers in the layout (all words and copies together) (netlist names) --
| register | count |
|---|---|
| loadreg2Data.out | 1 |
| loadreg0Data.out | 1 |
| loadreg3Data.out | 1 |
| loadreg6Data.out | 1 |
| loadreg5Data.out | 1 |
| loadreg1Data.out | 1 |
| loadreg4Data.out | 1 |
| loadreg7Data.out | 1 |
-- layout make-up --
cell class	count	area (sq um)
flip-flops and latches	8	240
well taps	70	87.6
multi-input cells	129	558
fillers	572	3970
repair buffers	18	180
clock buffers	3	41.3
-- through the flow --
stage          cell area (sq um)  setup slack [ns]  setup TNS (ns)  total power [W]  cells
2_1_floorplan               1760             0.467               0         0.000478    265
3_3_place_gp                1070           -0.0670          -0.535         0.000334    225
3_5_place_dp                1070           -0.0753          -0.602         0.000334    225
4_1_cts                     1110             0.158               0         0.000563    228
5_1_grt                     1110             0.139               0         0.000583    228
6_report                    1110             0.158               0         0.000549    228
-- cell families (layout without fill, tap and decap cells) --
family	after synthesis	in the layout
buf+inv	128	21
flops	8	8
simple gates	8	8
other cells	1	120
mux	1	1
-- worst paths after layout --
path | cells after the start | from | slack, ns | to
hold / removal | 2 | writenum[0] | 0.94 | loadreg0Data.out
setup / recovery | 2 | vsel[0] | 0.16 | loadreg1Data.out
-- where the power goes --
group	internal [W]	switching, W	leakage (nW)	total [W]
combinational	0.0000415	0.0000367	0.500	0.0000782
sequential	0.000243	0.00000125	0.0727	0.000244
clock	0.000162	0.0000648	0.0216	0.000226
-- per-layer routing --
metal  vias up  global-route usage
met4         0             0.00771
li1        241                   -
met2        69              0.0771
met5         -                   0
met1       231              0.0399
met3         2              0.0148
-- cells in the final DEF, fill, tap and decap left out --
cell type	synthesis	routed
and4b_1	3	3
nor4b_1	1	1
mux4_2	1	1
conb_1	1	120
edfxtp_1	8	8
clkdlybuf4s50_1	0	18
and4bb_2	3	3
and4_1	1	1
clkbuf_8	0	3
No activity file was given, so power comes from the tool's default toggle rates.
