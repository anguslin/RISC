<file path="/design/flow/run.sh">
#!/bin/bash
# OpenROAD 26Q1-2900-gdf79404cd8, Yosys 0.63+post, stock flow scripts
make -C /OpenROAD-flow-scripts/flow DESIGN_CONFIG=/design/flow/config.mk WORK_HOME=/design/flow/orfs finish
</file>
<file path="/design/flow/config.mk">
export PLATFORM = sky130hd
export DESIGN_NAME = controller
export DESIGN_NICKNAME = controller
export VERILOG_FILES = /design/flow/design.v
export SDC_FILE = /design/flow/constraint.sdc
export NUM_CORES = 4
export LEC_CHECK = 1
export CORE_UTILIZATION = 30
</file>
<file path="/design/flow/constraint.sdc">
current_design controller

set clk_period 1.0
set clk_io_pct 0.2

create_clock -name clk0 -period $clk_period [get_ports {clk}]

set non_clock_inputs [all_inputs -no_clocks]
set_input_delay [expr $clk_period * $clk_io_pct] -clock clk0 $non_clock_inputs
set_output_delay [expr $clk_period * $clk_io_pct] -clock clk0 [all_outputs]
</file>
<file path="/design/flow/design.v">
module DFlipFlop(clk,in,out);
  parameter n=1;
  input clk;
  input [n-1:0] in;
  output [n-1:0] out;
  reg [n-1:0] out;
  always @(posedge clk)
    out = in;
endmodule
module controller(clk, ALUop, op, shift, opcode, readnum, writenum, loada, loadb, write, asel, bsel, loadc, loads, reset, loadpc, msel, mwrite, loadir, nsel, vsel );      
	input clk, reset;
        input [1:0] ALUop, op, shift;
        input [2:0] opcode, readnum, writenum;
        output loada, loadb, write, asel, bsel, loadc, loads, loadpc, msel, mwrite, loadir;
      	output [1:0] nsel, vsel;
	wire [4:0] currentState, nextState; 
	wire [2:0] opcode;
	wire [1:0] operation;
	reg [4:0] nextStateToBeUpdated;
	reg [14:0] inputData;
	assign nextState= reset? 5'b00000: nextStateToBeUpdated;
	DFlipFlop #(5) StateUpdate(clk, nextState, currentState);
	assign nsel= inputData[14:13];
	assign vsel= inputData[12:11];
	assign loada= inputData[10];
	assign loadb= inputData[9];
	assign write= inputData[8];
	assign asel= inputData[7];
	assign bsel= inputData[6];
	assign loads= inputData[5];
	assign loadc= inputData[4];
	assign loadpc= inputData[3];
	assign msel= inputData[2];
	assign mwrite= inputData[1];
	assign loadir= inputData[0];
	always @(*) begin
		casex({currentState, opcode, op})
			{5'b00000, 3'bxxx, 2'bxx}: inputData= 15'b000000000000000;
			{5'b00001, 3'bxxx, 2'bxx}:	inputData= 15'b000000000001000;
			{5'b00010, 3'bxxx, 2'bxx}: inputData= {inputData[14:4], 1'b0, inputData[2:0]};
			{5'b00011, 3'bxxx, 2'bxx}: inputData= {inputData[14:1], 1'b1};
			{5'b00100, 3'b110, 2'b10}: inputData= {2'b00, 2'b01, inputData[10:9], 1'b1, inputData[7:1], 1'b0};
			{5'b00100, 3'b110, 2'b00}: inputData= {2'b10, inputData[12:1], 1'b0};
			{5'b00110, 3'b110, 2'b00}: inputData= {inputData[14:10], 1'b1, inputData[8:0]};
			{5'b00111, 3'b110, 2'b00}: inputData= {inputData[14:10], 1'b0, inputData[8], 2'b10, inputData[5], 1'b1, inputData[3:0]};
			{5'b00101, 3'b110, 2'b00}: inputData= {2'b01, 2'b11, inputData[10:9], 1'b1, inputData[7:5], 1'b0, inputData[3:0]};
			{5'b00100, 3'b101, 2'b00}: inputData= {2'b10, inputData[12:1], 1'b0};
			{5'b00110, 3'b101, 2'b00}: inputData= {inputData[14:10], 1'b1, inputData[8:0]};
			{5'b01000, 3'b101, 2'b00}: inputData= {2'b00, inputData[12:10], 1'b0, inputData[8:0]};
			{5'b01001, 3'b101, 2'b00}: inputData= {inputData[14:11], 2'b10, inputData[8:0]};
			{5'b01010, 3'b101, 2'b00}: inputData= {inputData[14:11], 1'b0, inputData[9:8], 2'b00, inputData[5], 1'b1, inputData[3:0]};
			{5'b00101, 3'b101, 2'b00}: inputData= {2'b01, 2'b11, inputData[10:9], 1'b1, inputData[7:5], 1'b0, inputData[3:0]};
			{5'b00100, 3'b101, 2'b01}: inputData= {2'b10, inputData[12:1], 1'b0};
			{5'b00110, 3'b101, 2'b01}: inputData= {inputData[14:11], 2'b01, inputData[8:0]};
			{5'b01000, 3'b101, 2'b01}: inputData= {2'b00, inputData[12:10], 1'b0, inputData[8:0]};
			{5'b01001, 3'b101, 2'b01}: inputData= {inputData[14:11], 2'b10, inputData[8:0]};
			{5'b00101, 3'b101, 2'b01}: inputData= {inputData[14:11], 1'b0, inputData[9:8], 3'b001, inputData[5:0]};
			{5'b00100, 3'b101, 2'b10}: inputData= {2'b10, inputData[12:1], 1'b0};
			{5'b00110, 3'b101, 2'b10}: inputData= {inputData[14:11], 2'b01, inputData[8:0]};
			{5'b01000, 3'b101, 2'b10}: inputData= {2'b00, inputData[12:10], 1'b0, inputData[8:0]};
			{5'b01001, 3'b101, 2'b10}: inputData= {inputData[14:11], 2'b10, inputData[8:0]};
			{5'b01011, 3'b101, 2'b10}: inputData= {inputData[14:11], 1'b0, inputData[9:8], 2'b00, inputData[5], 1'b1, inputData[3:0]};
			{5'b00101, 3'b101, 2'b10}: inputData= {2'b01, 2'b11, inputData[10:9], 1'b1, inputData[7:5], 1'b0, inputData[3:0]};
			{5'b00100, 3'b101, 2'b11}: inputData= {2'b10, inputData[12:1], 1'b0};
			{5'b00110, 3'b101, 2'b11}: inputData= {inputData[14:11], 2'b01, inputData[8:0]};
			{5'b01100, 3'b101, 2'b11}: inputData= {inputData[14:10], 1'b0, inputData[8], 2'b10, inputData[5], 1'b1, inputData[3:0]};
			{5'b00101, 3'b101, 2'b11}: inputData= {2'b01, 2'b11, inputData[10:9], 1'b1, inputData[7:5], 1'b0, inputData[3:0]};
			{5'b00100, 3'b011, 2'b00}: inputData= {2'b00, inputData[12:1], 1'b0};
			{5'b01001, 3'b011, 2'b00}: inputData= {inputData[14:11], 2'b10, inputData[8:0]};
			{5'b01101, 3'b011, 2'b00}: inputData= {inputData[14:11], 1'b0, inputData[9:8], 2'b01, inputData[5], 1'b1, inputData[3:0]};
			{5'b01110, 3'b011, 2'b00}: inputData= {inputData[14:5], 1'b0, inputData[3], 2'b10, inputData[0]};
			{5'b00101, 3'b011, 2'b00}: inputData= {2'b01, 2'b00, inputData[10:9], 1'b1, inputData[7:0]};
			{5'b00100, 3'b100, 2'b00}: inputData= {2'b00, inputData[12:1], 1'b0};
			{5'b01001, 3'b100, 2'b00}: inputData= {inputData[14:11], 2'b10, inputData[8:0]};
			{5'b01111, 3'b100, 2'b00}: inputData= {inputData[14:11], 1'b0, inputData[9:8], 2'b01, inputData[5], 1'b1, inputData[3:0]};
			{5'b10000, 3'b100, 2'b00}: inputData= {2'b01, inputData[12:5], 1'b0, inputData[3:0]};
			{5'b00110, 3'b100, 2'b00}: inputData= {inputData[14:11], 2'b01, inputData[8:0]};
			{5'b00101, 3'b100, 2'b00}: inputData= {inputData[14:10], 1'b0, inputData[8:3], 2'b11, inputData[0]};
		endcase
	end
	always @(*) begin
		casex({currentState, opcode, op})
			{5'b00000, 3'bxxx, 2'bxx}: nextStateToBeUpdated= 5'b00010;
			{5'b00001, 3'bxxx, 2'bxx}:	nextStateToBeUpdated= 5'b00010;
			{5'b00010, 3'bxxx, 2'bxx}: nextStateToBeUpdated= 5'b00011;
			{5'b00011, 3'bxxx, 2'bxx}: nextStateToBeUpdated= 5'b00100;
			{5'b00101, 3'bxxx, 2'bxx}: nextStateToBeUpdated= 5'b00001;
			{5'b00100, 3'b110, 2'b10}: nextStateToBeUpdated= 5'b00001;
			{5'b00100, 3'b110, 2'b00}: nextStateToBeUpdated= 5'b00110;
			{5'b00110, 3'b110, 2'b00}: nextStateToBeUpdated= 5'b00111;
			{5'b00111, 3'b110, 2'b00}: nextStateToBeUpdated= 5'b00101;
			{5'b00100, 3'b101, 2'b00}:  nextStateToBeUpdated= 5'b00110;
			{5'b00110, 3'b101, 2'b00}: nextStateToBeUpdated= 5'b01000;
			{5'b01000, 3'b101, 2'b00}: nextStateToBeUpdated= 5'b01001;
			{5'b01001, 3'b101, 2'b00}: nextStateToBeUpdated= 5'b01010;
			{5'b01010, 3'b101, 2'b00}: nextStateToBeUpdated= 5'b00101;
			{5'b00100, 3'b101, 2'b01}: nextStateToBeUpdated= 5'b00110;
			{5'b00110, 3'b101, 2'b01}: nextStateToBeUpdated= 5'b01000;
			{5'b01000, 3'b101, 2'b01}: nextStateToBeUpdated= 5'b01001;
			{5'b01001, 3'b101, 2'b01}: nextStateToBeUpdated= 5'b00101;
			{5'b00100, 3'b101, 2'b10}: nextStateToBeUpdated= 5'b00110;
			{5'b00110, 3'b101, 2'b10}: nextStateToBeUpdated= 5'b01000;
			{5'b01000, 3'b101, 2'b10}: nextStateToBeUpdated= 5'b01001;
			{5'b01001, 3'b101, 2'b10}: nextStateToBeUpdated= 5'b01011;
			{5'b01011, 3'b101, 2'b10}: nextStateToBeUpdated= 5'b00101;
			{5'b00100, 3'b101, 2'b11}: nextStateToBeUpdated= 5'b00110;
			{5'b00110, 3'b101, 2'b11}: nextStateToBeUpdated= 5'b01100;
			{5'b01100, 3'b101, 2'b11}: nextStateToBeUpdated= 5'b00101;
			{5'b00100, 3'b011, 2'b00}: nextStateToBeUpdated= 5'b01001;
			{5'b01001, 3'b011, 2'b00}: nextStateToBeUpdated= 5'b01101;
			{5'b01101, 3'b011, 2'b00}: nextStateToBeUpdated= 5'b01110;
			{5'b01110, 3'b011, 2'b00}: nextStateToBeUpdated= 5'b00101;
			{5'b00100, 3'b100, 2'b00}: nextStateToBeUpdated= 5'b01001;
			{5'b01001, 3'b100, 2'b00}: nextStateToBeUpdated= 5'b01111;
			{5'b01111, 3'b100, 2'b00}: nextStateToBeUpdated= 5'b10000;
			{5'b10000, 3'b100, 2'b00}: nextStateToBeUpdated= 5'b00110;
			{5'b00110, 3'b100, 2'b00}: nextStateToBeUpdated= 5'b00101;
		endcase
	end
endmodule
</file>
==> flow_metrics.tcl <==
# flow metrics
set metrics [dict create \
    avgSynthCellArea_sq_um 6.869 \
    worst_pin_slew_ns 0.8055 \
    drtIter0Drc 246 \
    synth_cells 292 \
    hold_viol 0 \
    timing.slew.headroom_pct 46.07 \
    clk_pin_slew_ns 0.04 \
    xor_area_share_pct 1.310 \
    die_area_sq_um 7017 \
    async_reset_ff_share_pct 0 \
    grt.overflow.total 0 \
    warnings 35 \
    grt_max_degree 27 \
    drt-met1-wl_microns 3374 \
    top_cells_by_count "34 x nor2_1, 28 x nand2_1, 19 x dlxtn_1" \
    grt_pass1_wl_microns 12660 \
    vdd_ir_drop_max_mv 0.6615 \
    critPathKind "primary input to register" \
    synth-seq-cells 24 \
    crit_buf_inv 1 \
    ys_cells 292 \
    worstSetupEndpointType "register" \
    unclocked_regs 19 \
    cts_buffers 3 \
    area_growth_pct 13.10 \
    rsz0062_at_grt "no" \
    yosysMostFrequentCell "nor2_1" \
    ys_sh_mux_pct 0 \
    met2_length_microns 3452 \
    status "completed" \
    hp-class "primary input to register" \
    logic_family "simple AND/OR/NAND/NOR gates" \
    antenna_cells_inserted 0 \
    required_ns 1.11 \
    synth_adder_area_share_pct 0 \
    synth_cell_types 63 \
    placed_cells 371 \
    drtPass1Iterations 5 \
    maxSlewViolCount 0 \
    drc 0 \
    syn-cell-area_sq_um 2006 \
    place_hpwl_microns 5904 \
    dieHeight_microns 83.77 \
    synth-edff-count 0 \
    wl_per_cell_microns 21.28 \
    gp_congestion 0.9941 \
    htreeDepth 1 \
    cpMaxStageDelayCell "clkdlybuf4s50_1" \
    port_buffers 20 \
    routed_via_density 6.392 \
    rows 29 \
    crit_path_max_incr_delay_ns 0.54 \
    finalCritPeriodShare_pct 70.24 \
    top_cell_area_share_pct 14.22 \
    synthTopCellsByArea "dlxtn_1 14%, nor2_1 6.4%, nand2_1 5.2%, dfxtp_1 5.0%, nand3_1 4.5%" \
    grt_antenna_before_repair 0 \
    yosys_most_used_dff "dlxtn_1" \
    die_x_microns 83.77 \
    ys_warn_count 2 \
    setup_viol 0 \
    cts_tree "done" \
    clock_path_buffers 2 \
    largest_area_cell "dlxtn_1" \
    p_leak_uw 0.0008787 \
    cts.repair.resized 0 \
    core_sq_um 6386 \
    clock.fmax_mhz 1424 \
    wirelength_microns 7979 \
    critPathArrivalTime_ns 0.81 \
    fp_util_pct 31.41 \
    min_period_ns 0.7024 \
    drive_gt1_share_pct 7.383 \
    critPathTopFamily "buffers and inverters" \
    ys_area_sq_um 2006 \
    io-pin-count 32 \
    untimed_endpoints 33 \
    yosys.area_share.simple_pct 49.91 \
    grt_pass1_vias 2224 \
    start_kind "primary input" \
    vias 2397 \
    dr.max_layer_used "met4" \
    maxCapViolCount 0 \
    post_cts_buffers 0 \
    met3WireLength_microns 774 \
    grt_use_total_pct 23.78 \
    crit_chain "clkdlybuf4s50_1 -> nor2b_1" \
    cts_hold_buf 0 \
    ctsRootBufferMaster "clkbuf_8" \
    setup-tns-final_ns 0 \
    critPathMaxFanout 5 \
    ys_sh_aoi_pct 23.02 \
    power_density_nw_per_um2 427.6 \
    stdcell_count 375 \
    ant_nets 0 \
]
metal layers:
layer  vias to the layer above  track usage [%]
met5                         -                0
met4                         0            9.553
met3                        34            4.317
met2                       150            35.77
met1                      1111            33.99
li1                       1102                -
metrics by stage:
step                total power, uW  hold WS [ns]  cell area (sq um)  util, %  worst slack (ns)
floorplan                     478.1        0.2716               2006        -            0.6641
global placement              599.5        0.8267               2223    34.82           0.08894
detailed placement            588.6        0.8437               2223    34.82           0.06982
CTS                           969.0        0.6241               2268    35.52            0.2966
global route                   1032        0.6362               2268    35.52            0.2738
finish                        970.0        0.6211               2268    35.52            0.2976
report_power, final:
| part | switching [uW] | internal [uW] |
|---|---|---|
| Combinational | 233 | 110 |
| Sequential | 12.7 | 244 |
| Clock | 96.1 | 273 |
worst paths after layout:
check,end,depth (start not counted),start
setup / recovery,StateUpdate.out[0],2,reset
hold / removal,StateUpdate.out[1],2,reset
layout make-up:
type | count | area, sq um
Multi-Input combinational cell | 241 | 1493
Timing Repair Buffer | 24 | 230.2
Fill cell | 689 | 4118
Inverter | 5 | 18.77
Sequential cell | 24 | 385.4
Tap cell | 77 | 96.34
Clock buffer | 4 | 45.04
sequential cells by signal, summed over array words and instances (netlist names):
signal,cells
nextStateToBeUpdated,5
StateUpdate.out,5
inputData,14
kinds of logic after synthesis:
| group | Yosys count |
|---|---|
| other | 1 |
| AND-OR/OR-AND | 63 |
| latches | 19 |
| XOR/XNOR | 3 |
| buffers and inverters | 27 |
| AND/OR/NAND/NOR | 174 |
| flip-flops | 5 |
cell usage in the layout (no fill, tap or decap), types with 3 or more instances in the layout:
cell / count
clkdlybuf4s50_1: 20
a21oi_1: 14
a21o_1: 3
nor2b_1: 13
o21ai_0: 14
nand2b_1: 5
dlxtn_1: 19
inv_1: 5
a211oi_1: 3
nor3_1: 10
dfxtp_1: 5
nor3b_1: 7
nand3_1: 18
or3_1: 4
a22oi_1: 3
or2_2: 3
and3_1: 3
nor2_1: 34
and4b_1: 3
nand4_1: 13
buf_4: 4
o22ai_1: 4
nand2_1: 28
clkbuf_8: 3
and3b_1: 3
nor4_1: 12
Power is estimated from default activity; no workload was simulated.
